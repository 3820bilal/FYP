<file path="design/flow/constraint.sdc">
current_design reg_file

set clk_period 8.5
set clk_io_pct 0.2

create_clock -name clk0 -period $clk_period [get_ports {clk}]

set non_clock_inputs [all_inputs -no_clocks]
set_input_delay [expr $clk_period * $clk_io_pct] -clock clk0 $non_clock_inputs
set_output_delay [expr $clk_period * $clk_io_pct] -clock clk0 [all_outputs]
</file>
<file path="design/flow/design.v">
module reg_file
#(
	parameter WIDTH_ADDR = 5,
	parameter WIDTH_DATA = 32
)
(
		input 			clk,
		input 	[WIDTH_ADDR-1:0]	rd_addr1,
		input	[WIDTH_ADDR-1:0]	rd_addr2,
		output	[WIDTH_DATA-1:0]	rd_data1,
		output	[WIDTH_DATA-1:0]	rd_data2,
		input	[WIDTH_ADDR-1:0]	wr_addr,
		input			wr_en,
		input	[WIDTH_DATA-1:0]	wr_data
);
reg [31:0] regs[0:31];
always@(posedge clk)
	if(wr_en)	regs[wr_addr] <= wr_data;
assign	rd_data1 = regs[rd_addr1];
assign	rd_data2 = regs[rd_addr2];
endmodule
</file>
<file path="design/flow/run.sh">
#!/bin/bash
# OpenROAD 26Q1-2900-gdf79404cd8, Yosys 0.63+post, stock flow scripts
make -C /OpenROAD-flow-scripts/flow DESIGN_CONFIG=/design/flow/config.mk WORK_HOME=/design/flow/orfs finish
</file>
<file path="design/flow/config.mk">
export PLATFORM = sky130hd
export DESIGN_NAME = reg_file
export DESIGN_NICKNAME = reg_file
export VERILOG_FILES = /design/flow/design.v
export SDC_FILE = /design/flow/constraint.sdc
export NUM_CORES = 4
export LEC_CHECK = 1
export CORE_UTILIZATION = 50
</file>
==> flow_metrics.py <==
# Synthesis and PnR figures
metrics = {
    "final_timing": {
        "setup_violations": 0,
        "rsz0062_at_grt": "no",
        "finalClockPeriodUsage_pct": 76.57,
        "slew-limit-headroom_pct": 28.76,
        "drv_slew": 0,
        "setup_ws_ps": 1991,
        "finalWorstPathRequiredPeriod_ps": 6509,
        "clock.fmax_ghz": 0.1536,
        "finalHoldViolCount": 0,
        "tightestPinTransition_ps": 1066,
        "tns_ps": 0,
        "fin_hold_ws_ps": 1826,
    },
    "detailed_routing": {
        "via_per_inst": 6.495,
        "drt_first_pass_iters": 6,
        "final_antenna_net_count": 0,
        "detail_route.wl_per_cell_microns": 32.36,
        "route.detailed.drc": 0,
        "n_antenna_cell": 0,
        "vias": 31390,
        "wl_microns": 156400,
        "drt_iter0_drc": 2252,
    },
    "clocking": {
        "cts_buffers": 107,
        "cts_buffer_depth": 3,
        "cts_tree": "built",
        "ctsHtreeMaxLevel": 3,
        "cts_resized": 0,
        "clock_sinks": 1024,
        "hold_buffers": 0,
        "cts_setup_buffers": 0,
        "clkTransAtPathRegs_ps": 60,
        "root_buffer": "clkbuf_16",
    },
    "critical_path": {
        "endpoint": "rd_data2[13]",
        "cp-end-kind": "primary output",
        "cp_num_cells": 8,
        "critical_path_class": "in2out",
        "crit_buf_inv": 3,
        "crit_top_cell": "clkdlybuf4s50_1",
        "path_max_fanout": 73,
        "required_ps": 6800,
        "worstPathArrival_ps": 4810,
        "startpoint": "rd_addr2[2]",
        "cp_slowest_cell": "nor2_4",
        "startpoint_type": "input pin",
        "crit_path_cell_trace": "clkdlybuf4s50_1 > nor2_4 > buf_12 > a22o_1 > nor3_1 > a31oi_1 > nand3_1 > clkdlybuf4s50_1",
        "slowest_delay_ps": 740,
        "cp_top_family": "buffers and inverters",
    },
    "power_and_ir_drop": {
        "max-vdd-ir-drop_uv": 155.5,
        "power_density_nw_per_um2": 207.0,
        "p_total_mw": 11.35,
        "power_leakage_nw": 20.13,
    },
    "grt": {
        "grt.total_usage_pct": 34.85,
        "grt_overflow": 0,
        "grt_pass1_vias": 32910,
        "grt_max_degree": 107,
        "grt_antenna_before_repair": 2,
        "grt_pass1_wl_microns": 223300,
    },
    "logic_synthesis": {
        "synth.distinct_cells": 23,
        "synth_cells": 3386,
        "synth-warning-count": 1,
        "yosys.area.top_type_share_pct": 63.03,
        "ys_seq_share_pct": 63.03,
        "top_cells_by_count": "edfxtp_1 (1024), mux2i_1 (1024), nand2_1 (195), nand3_1 (194)",
        "ys_area_sq_um": 48790,
        "async_flop_share_pct": 0,
        "flop_cell": "edfxtp_1",
        "netlist_area_sq_um": 48790,
        "ys_ff": 1024,
        "ys_cells": 3386,
        "edf_count": 1024,
        "top_area_cell": "edfxtp_1",
        "syn_area_per_cell_sq_um": 14.41,
        "area_leaders": "edfxtp_1 (63%), mux2i_1 (21%), a22oi_1 (3.0%), a22o_1 (2.3%), nand3_1 (2.0%)",
    },
    "finish": {
        "post-route-util_pct": 56.69,
        "finalNonFillerCells": 4833,
        "nFillCells": 7287,
        "largest_register_ffs": 1024,
        "finalInstanceArea_sq_um": 54820,
        "drive_gt1_share_pct": 8.856,
        "top_register": "regs",
        "area_growth_pct": 12.36,
        "reg_top3": "regs: 1024 flops",
    },
    "job": {
        "cap_violations": 0,
        "warnings": 30,
    },
    "floorplanning": {
        "coreArea_sq_um": 96710,
        "die_x_microns": 314.4,
        "chipArea_sq_um": 98830,
        "fp-utilization_pct": 50.45,
        "row_count": 114,
        "die_y_microns": 314.4,
        "top_level_ports": 113,
    },
    "outcome": {
        "status": "complete, no violations",
    },
    "worst_hold_path": {
        "hp-class": "in2reg",
        "min_path_cells": 2,
    },
    "placement": {
        "place_ws_ps": 2028,
        "port_buffers": 112,
        "hpwl_microns": 83450,
        "gp_congestion": 0.8831,
        "dpl-instance-area_sq_um": 51340,
        "dpl.cell_count": 4635,
    },
}
[layout by cell type (no fill, tap or decap)]
cell type | synthesis | layout
nand2b_2 | 0 | 4
nand3_1 | 194 | 194
or3b_2 | 3 | 3
or3_1 | 1 | 1
clkbuf_16 | 0 | 109
bufinv_16 | 0 | 13
nor2b_4 | 0 | 4
a22o_1 | 128 | 128
buf_12 | 0 | 18
nand2_1 | 195 | 193
a21oi_1 | 192 | 192
a22oi_1 | 192 | 192
inv_6 | 0 | 3
buf_8 | 0 | 2
clkinv_8 | 0 | 2
clkinv_4 | 0 | 3
clkdlybuf4s50_1 | 0 | 110
nor2_1 | 35 | 1
mux2i_1 | 1024 | 1024
edfxtp_1 | 1024 | 1024
clkinv_2 | 0 | 17
nand3b_1 | 5 | 5
nand2_2 | 0 | 2
nor3_1 | 64 | 64
buf_4 | 47 | 96
clkinvlp_4 | 0 | 1
or2_2 | 2 | 2
a31oi_1 | 64 | 64
clkinv_1 | 0 | 26
clkbuf_1 | 86 | 24
and2_4 | 0 | 2
nor2_4 | 0 | 34
[report_power, final]
part / switching [mW] / internal (mW)
Combinational: 0.661 / 0.391
Sequential: 0.0246 / 5.62
Clock: 1.91 / 2.73
[worst min path at each step]
stage         startpoint     endpoint
global route  wr_data[6]  regs[22][6]
finish        wr_data[8]  regs[10][8]
CTS           wr_data[6]  regs[22][6]
[layout make-up]
class                      count  area (sq um)  share of cell area (%)
timing repair buffer         226          2212                   4.035
multi-input combinational   2109         16780                   30.61
sequential                  1024         30750                   56.09
clock buffer                 133          2818                   5.140
clock inverter                65         665.6                   1.214
tap                         1276          1597                   2.912
[routing by layer]
layer / global-route usage (%) / vias to the layer above / wire [microns]
li1: - / 13570 / -
met1: 44.60 / 15260 / 53200
met2: 48.72 / 2204 / 69470
met3: 25.21 / 353 / 27190
met4: 10.62 / 8 / 6393
met5: 1.838 / - / 119
[logic make-up after synthesis]
logic type             after synthesis  share of synthesized area, %
buffers and inverters              253                         3.211
AND/OR/NAND/NOR                    509                         4.714
flip-flops                        1024                         63.03
AND-OR/OR-AND                      576                         8.042
multiplexers                      1024                         21.01
