==> /design/flow/design.v <==
module ALU 
#(
	parameter WIDTH 	= 32,
	parameter OPCODE_WIDTH 		= 2
)
(
	input                               clk,
	input        [OPCODE_WIDTH-1:0]			opcode,
	input        [WIDTH-1:0]		op1,
	input        [WIDTH-1:0]		op2,
	output  reg  [WIDTH-1:0]		result
);
parameter ADD  = 'd0;
parameter SUB  = 'd1;
parameter MUL  = 'd2;
parameter NAND = 'd3;
always@*
	case(opcode[1:0])
	ADD : result =   op1 + op2;
	SUB : result =   op1 - op2;
	MUL : result =   op1 * op2;
	NAND: result = ~(op1 & op2);
	endcase
endmodule
==> /design/flow/run.sh <==
#!/bin/bash
# OpenROAD 26Q1-2900-gdf79404cd8, Yosys 0.63+post, stock flow scripts
make -C /OpenROAD-flow-scripts/flow DESIGN_CONFIG=/design/flow/config.mk WORK_HOME=/design/flow/orfs finish
==> /design/flow/config.mk <==
export PLATFORM = sky130hd
export DESIGN_NAME = ALU
export DESIGN_NICKNAME = ALU
export VERILOG_FILES = /design/flow/design.v
export SDC_FILE = /design/flow/constraint.sdc
export NUM_CORES = 4
export LEC_CHECK = 1
export CORE_UTILIZATION = 50
==> /design/flow/constraint.sdc <==
current_design ALU

set clk_period 20.6
set clk_io_pct 0.2

create_clock -name clk0 -period $clk_period

set non_clock_inputs [all_inputs -no_clocks]
set_input_delay [expr $clk_period * $clk_io_pct] -clock clk0 $non_clock_inputs
set_output_delay [expr $clk_period * $clk_io_pct] -clock clk0 [all_outputs]
==> notes.md <==
run results: switching part of the total=54.5%, Final setup viols=0, CP peak stage delay=0.53 ns, via count=14400, vias in the first global route=15100, Leakage=9.69 nW, Yosys chip area=around 19000 um2, Register Area=0 um2, syn_area_per_cell=8.60 um2, die span in x=194 um, crit path kind=in -> out, Hold Vio Cnt, Final=0, starting density of the core=between 50% and 60%, Hold Path Cell Cnt=4, setup TNS=0 ns, area grow syn2layout=7.93%, setup repair bufs after CTS=0, yosys warns=1, HPWL after DPL=40.1 mm, status=finished, final reports clean, RSZ-0062 raised after global routing=false, Max Freq=0.0609 GHz, peak supply drop=851 uV, initial drt markers=713, Synth Instances=between 2000 and 2500, IO Port Bufs=98, DRC=0, max_cap viols=0, GRT overflow=0, wirelength, routed=54.0 mm, Internal=3.15 mW, post-CTS sizing=0, Hold Buf Count CTS=0, Post-synth seq share=0%, Floorplan Core Area=36500 um2, die height=194 um, Cell Pwr Density=346 nW/um2, WL per Instance=around 20 um, net switching power=3.77 mW, Rows=around 70, Max FO, Critical Path=29, global-route wire length before repair=about 87 mm, Final Max Slew Viols=0, Worst setup EP type=output pin, RePlAce Congestion=0.955, ys cells=2154, Die Area=37800 um2, share of cells above drive strength 1=2.89%, hold path start=opcode[1], critical path data arrival time=roughly 12 ns, Top cell by count, worst path=fa_1, io pins=99, slew at the pin closest to its max-slew limit=0.942 ns, cycle use final=79.8%, CP max-delay cell=fa_1, GRT Resource Usage Total=32.4%, WHS Endpoint=result[0], Top cells by area=fa_1, and2_1, ha_1, inv_1, nand2_1, Critical Path Start Type=primary input, 1st-pass router iterations=5, Area leader share=between 40% and 50%, Yosys cell types=about 62, # clk buffers=0, crit path DRT=about 16 ns, Synth area leader=fa_1, min Tclk post-route=16.43 ns, total tool warning count=34, antenna violations before repair=1, hold crit path type=in -> out, post-route cell area=about 20000 um2, Seq Cell Count=0, DP Area=20000 um2, slew margin rel.=37.0%, largest net degree at the start of global routing=56, Fill cells=roughly 3400, routed vias/inst=~5.4, Post-Syn Area=around 19000 um2, Routed Antenna Nets=0
## metal layers
layer	up-vias	track usage [%]	share of wire [%]
li1	6625	-	-
met1	7038	49.6	42
met2	688	47.0	44
met3	54	12.7	12
met4	2	4.29	2.0
met5	-	1.28	0.041
## placed cells by master (no fill, tap or decap), types with 5 or more instances in the layout
master	instances
nor2_1	33
nor4_1	7
clkdlybuf4s50_1	96
nand2b_1	11
o21a_1	10
xnor2_1	88
a21oi_1	46
mux2i_1	6
fa_1	409
nor3_1	14
o31ai_1	11
ha_1	156
buf_4	50
o21ai_0	64
or3_1	10
nand3_1	14
inv_1	389
nand2_1	263
and3_1	8
a21o_1	22
nor2b_1	5
a211oi_1	10
o41ai_1	6
o211ai_1	17
a31oi_1	11
and2_1	313
xor2_1	51
## synthesized netlist by cell type, drive strengths merged (15+ instances only)
| cell type | number |
|---|---|
| xnor2 | 88 |
| fa | 409 |
| and2 | 313 |
| a21oi | 46 |
| nor3 | 15 |
| xor2 | 51 |
| o21ai | 69 |
| o211ai | 17 |
| a21o | 22 |
| inv | 389 |
| nand2 | 263 |
| nor2 | 33 |
| ha | 156 |
| clkbuf | 113 |
## stage by stage
| stage | power [mW] | hold WS [ns] | std cells | setup WS (ns) | utilization [%] |
|---|---|---|---|---|---|
| after detailed placement | 6.83 | 9.20 | 2647 | 4.25 | 54.7 |
| final | 6.92 | 9.21 | 2649 | 4.17 | 54.7 |
| after global routing | 7.75 | 9.28 | 2647 | 3.80 | 54.7 |
| after floorplan | 4.75 | 8.37 | 2154 | 5.88 | - |
| after CTS | 6.94 | 9.21 | 2647 | 4.16 | 54.7 |
| after global placement | 6.85 | 9.21 | 2647 | 4.23 | 54.7 |
## critical path: cells and delay by family
| kind | cells | cell delay, ns |
|---|---|---|
| AOI/OAI and AO/OA | 7 | 1.73 |
| and+or+nand+nor | 2 | 0.46 |
| xor gates and xnor gates | 1 | 0.20 |
| adders and majority gates | 9 | 4.27 |
| buffers and inverters | 7 | 1.49 |
## cells by family after synthesis
logic type      count (synthesis)  share of synthesized area (%)
simple gates                  693                           19.4
fa+ha+maj                     565                           54.8
buf+inv                       513                           10.4
compound gates                237                           8.33
mux                             6                          0.324
xor+xnor                      140                           6.70
## power groups by stage
stage | combinational, mW | sequential (mW) | clock (mW)
5_1_grt | 7.75 | 0 | 0
4_1_cts | 6.94 | 0 | 0
## how the worst max path moves through the flow
stage,startpoint,end,slack [ns],cells past startpoint
final,op2[6],result[31],4.17,26
after CTS,op1[9],result[31],4.16,25
after global routing,op2[9],result[31],3.80,25
## cell type report
class | count | area, um2 | share of cell area (%)
multi-input combinational | 1641 | 16600 | 83.0
inverter | 390 | 1460 | 7.33
timing repair buffer | 148 | 1350 | 6.74
tap | 468 | 586 | 2.93
antenna | 2 | 5.00 | 0.0250
Power is estimated from default activity; no workload was simulated.
